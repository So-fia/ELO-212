===== config.mk =====
export PLATFORM = sky130hd
export DESIGN_NAME = ALU
export DESIGN_NICKNAME = ALU
export VERILOG_FILES = /design/flow/design.v
export SDC_FILE = /design/flow/constraint.sdc
export NUM_CORES = 4
export LEC_CHECK = 1
export CORE_AREA = 10 10 95 95
export DIE_AREA = 0 0 105 105

===== run.sh =====
#!/bin/bash
# OpenROAD 26Q1-2900-gdf79404cd8, Yosys 0.63+post, stock flow scripts
make -C /OpenROAD-flow-scripts/flow DESIGN_CONFIG=/design/flow/config.mk WORK_HOME=/design/flow/orfs finish

===== constraint.sdc =====
current_design ALU

set clk_period 7.6
set clk_io_pct 0.2

create_clock -name clk0 -period $clk_period

set non_clock_inputs [all_inputs -no_clocks]
set_input_delay [expr $clk_period * $clk_io_pct] -clock clk0 $non_clock_inputs
set_output_delay [expr $clk_period * $clk_io_pct] -clock clk0 [all_outputs]

===== design.v =====
`timescale 1ns / 1ps
module ALU(
    input logic [7:0] A,B,
    input logic [3:0] Button,
    output logic [31:0] Result
    );
    always_comb begin
        case (Button)
            4'b0001: begin Result=A+B; end
            4'b0010: begin Result=A-B; end
            4'b0100: begin Result=A&B; end
            4'b1000: begin Result=A|B;  end
            4'b0000: begin Result = {8'd0,B,8'd0,A}; end
            default: begin Result = 'b0; end      
        endcase
    end
endmodule

==> results.toml <==
# physical design summary
[global_routing]
grt_max_degree = 17
grt_antenna_before_repair = 0
grt_overflow_total = 0
grt_usage_pct = 8.055
grt_pass1_vias = 1418
grt_pass1_wl_um = 7569

[synth]
netlist_area_um2 = 1448
ys_cells = 212
yosys_warnings = 1
ys_seq_share_pct = 0
avgSynthCellArea_um2 = 6.828
yosys.cell_types.count = 51
synth_cells = 212
synth-area-yosys_um2 = 1448

[worst_hold_path]
min_path_type = "input pin to primary output"
whs_path_depth = 4
hold_path_end = "Result[18]"
hp-start = "B[2]"

[placement]
dpl.hpwl_um = 3857
place.gp.congestion = 0.8844
numPortBuffers = 52

[route]
routed_wl_um = 4654
antennaDiodeCount = 0
dr.pass1.iters = 4
antenna_left = 0
drt_iter0_markers = 49
vias = 1473
via_per_inst = 4.371
routedWlPerCell_um = 13.81
drc = 0

[setup_path]
crit_required_ns = 6.08
path_cells = "clkdlybuf4s50_1 > ha_1 > inv_1 > fa_1 > nor2b_1 > o21ai_0 > a311oi_1 > or3_1 > inv_1 > clkdlybuf4s50_1"
critPathKind = "input pin to primary output"
cp_max_fo = 15
critPathArrivalTime_ns = 4.69
critPathSlowestCell = "or3_1"
crit_path_max_incr_delay_ns = 0.57
cp-end-kind = "primary output"
cp-start-kind = "input pin"

[final_timing]
max_slew_margin_pct = 44.20
finalSetupTns_ns = 0
min_period_over_period_pct = 81.67
drv_slew = 0
max_clock_freq_mhz = 161.1
finalHoldViolations = 0
min_period_ns = 6.207
tightest_slew_ns = 0.8348
rsz0062_at_grt = "no"
finalSetupViolations = 0

[power]
power_uw = 100.7
pwr-share-comb_pct = 100.0
p_int_uw = 50.93
swShare_pct = 49.44
ir_drop_mv = 0.01259
powerDensity_nw_per_um2 = 52.14
pwr-share-clk_pct = 0
p_switching_uw = 49.80
power.leakage_nw = 0.8350
seqPwrFrac_pct = 0

[die]
ioPinCount = 52
die_w_um = 105
die_h_um = 105
fp-utilization_pct = 20.96
die_area_um2 = 11030
num_rows = 30
coreArea_um2 = 6907

[clocking]
cts-resized-gates = 0
cts_hold_buf = 0
postCtsSetupRepairBufs = 0

[final_layout]
flop-count = 0
clockBufferCount = 0
layout.cells.most_common = "clkdlybuf4s50_1"
area_growth_pct = 33.45
fillCellCount = 762
final_cell_mix = "52 x clkdlybuf4s50_1, 26 x nand2_1, 26 x ha_1, 24 x inv_1, 16 x nor2_1"
layout-drive-gt1-share_pct = 2.905
regArea_um2 = 0

[job]
tool_warnings = 50
maxCapViolations = 0

[status]
status = "finished, final reports clean"
==> stage by stage <==
step           hold slack, ns  utilization, %  cells  setup WS (ns)  instance area [um2]
5_1_grt                 4.040           27.97    337          1.126                 1932
2_1_floorplan           3.101               -    212          2.552                 1448
4_1_cts                 4.016           27.97    337          1.355                 1932
3_3_place_gp            4.017           27.97    337          1.435                 1932
3_5_place_dp            4.014           27.97    337          1.365                 1932
6_report                4.000           27.97    337          1.393                 1932
==> cells in the mapped netlist, drive strengths merged (2+ instances only) <==
cell type  count  area share, %
and2           2           0.86
a22oi          2            1.0
a31oi          2           0.86
nor4b          2            2.1
a21o           2            1.0
mux2i          5            3.5
a21oi         12            4.1
clkbuf         6            1.6
o211ai         4            2.1
fa             2            2.8
nand2b         3            1.3
a22o           2            1.2
nor2b          6            2.6
o21a           2            1.0
o22ai          2           0.86
nor2          16            4.1
nor3           4            1.7
nand2         26            6.7
inv           24            6.2
or3            2           0.86
nand4          2           0.86
a32oi          2            1.2
ha            26             22
buf           17            9.2
o21bai         2            1.0
o21ai         15            5.2
a211oi         3            1.6
==> worst max-delay path: cells and delay by family <==
kind | cells | cell delay, ns
compound gates | 2 | 0.36
fa+ha+maj | 2 | 0.58
buf+inv | 4 | 1.48
simple gates | 2 | 0.74
==> power by group through the flow <==
stage	combinational (mW)	sequential (mW)	clock, mW
4_1_cts	0.102	0	0
5_1_grt	0.113	0	0
6_report	0.101	0	0
==> how the worst max path moves through the flow <==
stage / startpoint / endpoint / slack (ns) / cells past startpoint
5_1_grt: B[0] / Result[13] / 1.13 / 10
6_report: B[0] / Result[11] / 1.39 / 10
4_1_cts: B[0] / Result[11] / 1.36 / 10
==> cell type report <==
class	instances	area, um2	share of cell area (%)
repair buffers	52	520.5	26.94
inverters	24	90.09	4.663
multi-input cells	165	1201	62.18
well taps	96	120.1	6.218
==> cell families after synthesis <==
family | count (synthesis) | synth area share, %
multiplexers | 5 | 3.457
buffers and inverters | 47 | 17.03
AND-OR/OR-AND | 62 | 29.13
adder cells (fa/ha/maj) | 28 | 25.24
AND/OR/NAND/NOR | 70 | 25.15
==> routing by layer <==
metal / track usage [%] / part of all wire [%]
met5: 0 / 0
met4: 0.1961 / 0
met3: 1.491 / 5.4
met2: 13.35 / 44
met1: 11.16 / 50
No activity file was given, so power comes from the tool's default toggle rates.
