--- /design/flow/config.mk ---
export PLATFORM = sky130hd
export DESIGN_NAME = Discernir
export DESIGN_NICKNAME = Discernir
export VERILOG_FILES = /design/flow/design.v
export SDC_FILE = /design/flow/constraint.sdc
export NUM_CORES = 4
export LEC_CHECK = 1
export CORE_AREA = 10 10 70 70
export DIE_AREA = 0 0 80 80
--- /design/flow/constraint.sdc ---
current_design Discernir

set clk_period 3.8
set clk_io_pct 0.2

create_clock -name clk0 -period $clk_period

set non_clock_inputs [all_inputs -no_clocks]
set_input_delay [expr $clk_period * $clk_io_pct] -clock clk0 $non_clock_inputs
set_output_delay [expr $clk_period * $clk_io_pct] -clock clk0 [all_outputs]
--- /design/flow/design.v ---
`timescale 1ns / 1ps
module Discernir #(parameter width=16)(
    input logic [2*(width)-1:0] Result,
    input logic [3:0] Button,
    output logic [width-1:0] R_LED,
    output logic [2*(width)-1:0] R_DISPLAY
    );
     always_comb begin
           case (Button)
               4'b0001: begin R_DISPLAY = Result; R_LED = 'd0; end
               4'b0010: begin R_DISPLAY = Result; R_LED = 'd0; end
               4'b0100: begin R_DISPLAY = 'd0; R_LED = Result; end
               4'b1000: begin R_DISPLAY = 'd0; R_LED = Result; end
               4'b0000: begin R_DISPLAY = Result; R_LED = {Result[23:16],Result[7:0]} ; end
               default: begin R_DISPLAY = 'd0; R_LED = 'd0; end      
           endcase
       end
endmodule
--- /design/flow/run.sh ---
#!/bin/bash
# OpenROAD 26Q1-2900-gdf79404cd8, Yosys 0.63+post, stock flow scripts
make -C /OpenROAD-flow-scripts/flow DESIGN_CONFIG=/design/flow/config.mk WORK_HOME=/design/flow/orfs finish
==> flow_summary.toml <==
# generated from flow reports
[status]
status = "finished, final reports clean"

[grt]
gr-total-overflow = 0
grt_pass1_wl_mm = 4.733
first_global_vias = 877
grt_max_degree = 25
antenna_found_initial = 0
grt_usage_pct = 8.847

[sta]
setup_tns_ns = 0
setup_viol = 0
rsz0062_at_grt = "false"
hold_viol_final = 0
period_needed_ns = 3.527
slew-limit-headroom_pct = 56.52
finalWorstSetupSlack_ns = 0.2732
drv_slew = 0
worst_slew_pin_slew_ns = 0.6501
period_used_pct = 92.81
clock.fmax_mhz = 283.5

[power_and_ir_drop]
p_per_area_nw_per_um2 = 81.07
vdd_drop_max_v = 0.00002613
p_leak_nw = 0.4939

[setup_path]
required_ns = 3.04
worstSetupStartpointType = "primary input"
cp_data_arrival_time_ns = 2.77
crit_end = "R_LED[11]"
crit_buf_inv = 2
crit_chain = "clkdlybuf4s50_1 -> or3b_2 -> o22ai_1 -> clkdlybuf4s50_1"
path_max_fanout = 19
slowest_delay_ns = 0.74
critPathSlowestCell = "clkdlybuf4s50_1"
startpoint = "Button[0]"
path_common_cell = "clkdlybuf4s50_1"
critPathCaptureType = "primary output"
worst-setup-path-type = "in2out"
cpLargestDelayFamily = "buffers and inverters"
crit_cells = 4

[finish]
ff_count = 0
n_clock_buffer = 0
fin_util_pct = 41.32
final_layout_top_logic_cells = "84 x clkdlybuf4s50_1, 32 x and2_1, 10 x or3b_1"
regArea_um2 = 0
area.growth.synth_to_final_pct = 141.0
drive_gt1_share_pct = 9.091
final_area_um2 = 1411
lay_top_count = "clkdlybuf4s50_1"

[drt]
ant_nets = 0
drtIter0Drc = 63
remaining_drc_errors = 0
via_count = 806
post_drt_wl_per_cell_um = 15.07
first_pass_iters = 4
antenna_cells = 0
drt-total-wl_mm = 3.014
vias_per_cell = 4.030

[flow_run]
cap_violations = 0
warnings = 32

[floorplanning]
io_pins = 84
row_count = 21
core_util_floorplan_pct = 17.14
core_um2 = 3416
dieArea_um2 = 6400
die_y_um = 80
dieWidth_um = 80

[synthesis]
top_cell_area_share_pct = 34.19
yosys_warnings = 1
yosysTopAreaCell = "and2_1"
synth_area_um2 = 585.6
yosysSeqAreaShare_pct = 0
synth_cells = 77
yosys-stat-cells = 77
ys_types = 13
area_leaders = "and2_1 34%, or3b_1 15%, buf_6 12%"
avgSynthCellArea_um2 = 7.605
ys_area_um2 = 585.6

[clock_network]
hold_buffers = 0
ctsResizeCount = 0
post_cts_buffers = 0

[place]
dp_hpwl_mm = 2.601
port_buffers = 84
pre_cts_slack_ns = 0.2695
dpl_cell_area_um2 = 1411
finalWeightedCongestion = 0.8165

[worst_hold_path]
hold_class = "in2out"
layout make-up:
class | instances | area [um^2]
fillers | 348 | 2004
multi-input cells | 68 | 498.0
well taps | 46 | 57.56
repair buffers | 86 | 855.8
routing by layer:
metal / global-route usage [%] / part of all wire, %
met5: 0 / 0
met1: 10.50 / 40
met4: 0 / 0
met2: 15.57 / 49
met3: 3.409 / 11
kinds of logic after synthesis:
kind of cell              after synthesis  share of synthesized area, %
AOI/OAI and AO/OA                      18                         23.08
xor gates and xnor gates                1                         2.779
buffers and inverters                   9                         14.95
and+or+nand+nor                        49                         59.19
power breakdown:
group,switching (mW),internal [mW]
clock network,0,0
logic,0.0336,0.0808
registers,0,0
synth_stat cells:
master    instances
a21oi_1           8
or2_2             1
buf_2             1
buf_4             2
buf_6             6
a211oi_2          1
or3b_1           10
and2_1           32
a211oi_4          1
o22ai_1           6
xnor2_2           1
o22ai_2           2
or3b_2            6
stage by stage:
stage | hold slack, ns | std cells | power (mW)
floorplan | 1.592 | 77 | 0.04007
global placement | 2.446 | 200 | 0.1164
detailed placement | 2.445 | 200 | 0.1164
CTS | 2.445 | 200 | 0.1173
global route | 2.465 | 200 | 0.1258
finish | 2.436 | 200 | 0.1144
worst min-delay path by stage:
| stage | startpoint | to | slack [ns] | cells after the start |
|---|---|---|---|---|
| 4_1_cts | Result[29] | R_DISPLAY[29] | 2.44 | 3 |
| 5_1_grt | Result[27] | R_DISPLAY[27] | 2.47 | 3 |
| 6_report | Result[29] | R_DISPLAY[29] | 2.44 | 3 |
No activity file was given, so power comes from the tool's default toggle rates.
